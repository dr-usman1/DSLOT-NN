<file path="flow/config.mk">
export PLATFORM = sky130hd
export DESIGN_NAME = main
export DESIGN_NICKNAME = main
export VERILOG_FILES = /design/flow/design.v
export SDC_FILE = /design/flow/constraint.sdc
export NUM_CORES = 4
export LEC_CHECK = 1
export CORE_AREA = 10 10 374 374
export DIE_AREA = 0 0 384 384
</file>
<file path="flow/constraint.sdc">
current_design main

set clk_period 14.7
set clk_io_pct 0.2

create_clock -name clk0 -period $clk_period

set non_clock_inputs [all_inputs -no_clocks]
set_input_delay [expr $clk_period * $clk_io_pct] -clock clk0 $non_clock_inputs
set_output_delay [expr $clk_period * $clk_io_pct] -clock clk0 [all_outputs]
</file>
<file path="flow/design.v">
module AdderTree (
  input [15:0] input0,
input [15:0] input1,
input [15:0] input2,
input [15:0] input3,
input [15:0] input4,
input [15:0] input5,
input [15:0] input6,
input [15:0] input7,
input [15:0] input8,
input [15:0] input9,
input [15:0] input10,
input [15:0] input11,
input [15:0] input12,
input [15:0] input13,
input [15:0] input14,
input [15:0] input15,
input [15:0] input16,
input [15:0] input17,
input [15:0] input18,
input [15:0] input19,
input [15:0] input20,
input [15:0] input21,
input [15:0] input22,
input [15:0] input23,
input [15:0] input24,
input [15:0] input25,
input [15:0] input26,
input [15:0] input27,
input [15:0] input28,
input [15:0] input29,
input [15:0] input30,
input [15:0] input31,
output [20:0] sum
);
wire [16:0] int_sum_L1_0;
wire [16:0] int_sum_L1_1;
wire [16:0] int_sum_L1_2;
wire [16:0] int_sum_L1_3;
wire [16:0] int_sum_L1_4;
wire [16:0] int_sum_L1_5;
wire [16:0] int_sum_L1_6;
wire [16:0] int_sum_L1_7;
wire [16:0] int_sum_L1_8;
wire [16:0] int_sum_L1_9;
wire [16:0] int_sum_L1_10;
wire [16:0] int_sum_L1_11;
wire [16:0] int_sum_L1_12;
wire [16:0] int_sum_L1_13;
wire [16:0] int_sum_L1_14;
wire [16:0] int_sum_L1_15;
wire [17:0] int_sum_L2_0;
wire [17:0] int_sum_L2_1;
wire [17:0] int_sum_L2_2;
wire [17:0] int_sum_L2_3;
wire [17:0] int_sum_L2_4;
wire [17:0] int_sum_L2_5;
wire [17:0] int_sum_L2_6;
wire [17:0] int_sum_L2_7;
wire [18:0] int_sum_L3_0;
wire [18:0] int_sum_L3_1;
wire [18:0] int_sum_L3_2;
wire [18:0] int_sum_L3_3;
wire [19:0] int_sum_L4_0;
wire [19:0] int_sum_L4_1;
AdderTree_L1 inst0 (input0, input1, int_sum_L1_0);
AdderTree_L1 inst1 (input2, input3, int_sum_L1_1);
AdderTree_L1 inst2 (input4, input5, int_sum_L1_2);
AdderTree_L1 inst3 (input6, input7, int_sum_L1_3);
AdderTree_L1 inst4 (input8, input9, int_sum_L1_4);
AdderTree_L1 inst5 (input10, input11, int_sum_L1_5);
AdderTree_L1 inst6 (input12, input13, int_sum_L1_6);
AdderTree_L1 inst7 (input14, input15, int_sum_L1_7);
AdderTree_L1 inst8 (input16, input17, int_sum_L1_8);
AdderTree_L1 inst9 (input18, input19, int_sum_L1_9);
AdderTree_L1 inst10 (input20, input21, int_sum_L1_10);
AdderTree_L1 inst11 (input22, input23, int_sum_L1_11);
AdderTree_L1 inst12 (input24, input25, int_sum_L1_12);
AdderTree_L1 inst13 (input26, input27, int_sum_L1_13);
AdderTree_L1 inst14 (input28, input29, int_sum_L1_14);
AdderTree_L1 inst15 (input30, input31, int_sum_L1_15);
AdderTree_L2 instL2_0 (int_sum_L1_0,int_sum_L1_1,int_sum_L2_0);
AdderTree_L2 instL2_1 (int_sum_L1_2,int_sum_L1_3,int_sum_L2_1);
AdderTree_L2 instL2_2 (int_sum_L1_4,int_sum_L1_5,int_sum_L2_2);
AdderTree_L2 instL2_3 (int_sum_L1_6,int_sum_L1_7,int_sum_L2_3);
AdderTree_L2 instL2_4 (int_sum_L1_8,int_sum_L1_9,int_sum_L2_4);
AdderTree_L2 instL2_5 (int_sum_L1_10,int_sum_L1_11,int_sum_L2_5);
AdderTree_L2 instL2_6 (int_sum_L1_12,int_sum_L1_13,int_sum_L2_6);
AdderTree_L2 instL2_7 (int_sum_L1_14,int_sum_L1_15,int_sum_L2_7);
AdderTree_L3 instL3_0 (int_sum_L2_0, int_sum_L2_1, int_sum_L3_0);
AdderTree_L3 instL3_1 (int_sum_L2_2, int_sum_L2_3, int_sum_L3_1);
AdderTree_L3 instL3_2 (int_sum_L2_4, int_sum_L2_5, int_sum_L3_2);
AdderTree_L3 instL3_3 (int_sum_L2_6, int_sum_L2_7, int_sum_L3_3);
AdderTree_L4 instL4_0 (int_sum_L3_0,int_sum_L3_1,int_sum_L4_0);
AdderTree_L4 instL4_1 (int_sum_L3_2,int_sum_L3_3,int_sum_L4_1);
AdderTree_L5 instL5_0 (int_sum_L4_0,int_sum_L4_1,sum);
endmodule
module AdderTree_L1(
  input [15:0] input1, input2,
  output reg [16:0] sum
);
always@*
begin
sum = input1 + input2;
end
endmodule
module AdderTree_L2(
  input [16:0] input1, input2,
  output reg [17:0] sum
);
always@*
begin
sum = input1 + input2;
end
endmodule
module AdderTree_L3(
  input [17:0] input1, input2,
  output reg [18:0] sum
);
always@*
begin
sum = input1 + input2;
end
endmodule
module AdderTree_L4(
  input [18:0] input1, input2,
  output reg [19:0] sum
);
always@*
begin
sum = input1 + input2;
end
endmodule
module AdderTree_L5(
  input [19:0] input1, input2,
  output reg [20:0] sum
);
always@*
begin
sum = input1 + input2;
end
endmodule
module ActivationMultiplier(
  input reg [15:0] activation,
  input reg weight,
  output reg [15:0] result
);
  always @* begin
    if (weight)
      result = activation;
    else
      result = 16'h0000;
  end
endmodule
module And_Mult_Array(
  input reg [15:0] activation_0, input reg weight_0,
  input reg [15:0] activation_1, input reg weight_1,
  input reg [15:0] activation_2, input reg weight_2,
  input reg [15:0] activation_3, input reg weight_3,
  input reg [15:0] activation_4, input reg weight_4,
  input reg [15:0] activation_5, input reg weight_5,
  input reg [15:0] activation_6, input reg weight_6,
  input reg [15:0] activation_7, input reg weight_7,
  input reg [15:0] activation_8, input reg weight_8,
  input reg [15:0] activation_9, input reg weight_9,
  input reg [15:0] activation_10, input reg weight_10,
  input reg [15:0] activation_11, input reg weight_11,
  input reg [15:0] activation_12, input reg weight_12,
  input reg [15:0] activation_13, input reg weight_13,
  input reg [15:0] activation_14, input reg weight_14,
  input reg [15:0] activation_15, input reg weight_15,
  input reg [15:0] activation_16, input reg weight_16,
  input reg [15:0] activation_17, input reg weight_17,
  input reg [15:0] activation_18, input reg weight_18,
  input reg [15:0] activation_19, input reg weight_19,
  input reg [15:0] activation_20, input reg weight_20,
  input reg [15:0] activation_21, input reg weight_21,
  input reg [15:0] activation_22, input reg weight_22,
  input reg [15:0] activation_23, input reg weight_23,
  input reg [15:0] activation_24, input reg weight_24,
  input reg [15:0] activation_25, input reg weight_25,
  input reg [15:0] activation_26, input reg weight_26,
  input reg [15:0] activation_27, input reg weight_27,
  input reg [15:0] activation_28, input reg weight_28,
  input reg [15:0] activation_29, input reg weight_29,
  input reg [15:0] activation_30, input reg weight_30,
  input reg [15:0] activation_31, input reg weight_31,
  output  [15:0] result_0,  result_1,
  output  [15:0] result_2,  result_3,
  output  [15:0] result_4,  result_5,
  output  [15:0] result_6,  result_7,
  output  [15:0] result_8,  result_9,
  output  [15:0] result_10, result_11,
  output  [15:0] result_12, result_13,
  output  [15:0] result_14, result_15,
  output  [15:0] result_16, result_17,
  output  [15:0] result_18, result_19,
  output  [15:0] result_20, result_21,
  output  [15:0] result_22, result_23,
  output  [15:0] result_24, result_25,
  output  [15:0] result_26, result_27,
  output  [15:0] result_28, result_29,
  output  [15:0] result_30, result_31
);
  ActivationMultiplier inst_0 (
    .activation(activation_0),
    .weight(weight_0),
    .result(result_0)
  );
  ActivationMultiplier inst_1 (
    .activation(activation_1),
    .weight(weight_1),
    .result(result_1)
  );
ActivationMultiplier inst_2 (
.activation(activation_2),
.weight(weight_2),
.result(result_2)
);
ActivationMultiplier inst_3 (
.activation(activation_3),
.weight(weight_3),
.result(result_3)
);
ActivationMultiplier inst_4 (
.activation(activation_4),
.weight(weight_4),
.result(result_4)
);
ActivationMultiplier inst_5 (
.activation(activation_5),
.weight(weight_5),
.result(result_5)
);
ActivationMultiplier inst_6 (
.activation(activation_6),
.weight(weight_6),
.result(result_6)
);
ActivationMultiplier inst_7 (
.activation(activation_7),
.weight(weight_7),
.result(result_7)
);
ActivationMultiplier inst_8 (
.activation(activation_8),
.weight(weight_8),
.result(result_8)
);
ActivationMultiplier inst_9 (
.activation(activation_9),
.weight(weight_9),
.result(result_9)
);
ActivationMultiplier inst_10 (
.activation(activation_10),
.weight(weight_10),
.result(result_10)
);
ActivationMultiplier inst_11 (
.activation(activation_11),
.weight(weight_11),
.result(result_11)
);
ActivationMultiplier inst_12 (
.activation(activation_12),
.weight(weight_12),
.result(result_12)
);
ActivationMultiplier inst_13 (
.activation(activation_13),
.weight(weight_13),
.result(result_13)
);
ActivationMultiplier inst_14 (
.activation(activation_14),
.weight(weight_14),
.result(result_14)
);
ActivationMultiplier inst_15 (
.activation(activation_15),
.weight(weight_15),
.result(result_15)
);
ActivationMultiplier inst_16 (
.activation(activation_16),
.weight(weight_16),
.result(result_16)
);
ActivationMultiplier inst_17 (
.activation(activation_17),
.weight(weight_17),
.result(result_17)
);
ActivationMultiplier inst_18 (
.activation(activation_18),
.weight(weight_18),
.result(result_18)
);
ActivationMultiplier inst_19 (
.activation(activation_19),
.weight(weight_19),
.result(result_19)
);
ActivationMultiplier inst_20 (
.activation(activation_20),
.weight(weight_20),
.result(result_20)
);
ActivationMultiplier inst_21 (
.activation(activation_21),
.weight(weight_21),
.result(result_21)
);
ActivationMultiplier inst_22 (
.activation(activation_22),
.weight(weight_22),
.result(result_22)
);
ActivationMultiplier inst_23 (
.activation(activation_23),
.weight(weight_23),
.result(result_23)
);
ActivationMultiplier inst_24 (
.activation(activation_24),
.weight(weight_24),
.result(result_24)
);
ActivationMultiplier inst_25 (
.activation(activation_25),
.weight(weight_25),
.result(result_25)
);
ActivationMultiplier inst_26 (
.activation(activation_26),
.weight(weight_26),
.result(result_26)
);
ActivationMultiplier inst_27 (
.activation(activation_27),
.weight(weight_27),
.result(result_27)
);
ActivationMultiplier inst_28 (
.activation(activation_28),
.weight(weight_28),
.result(result_28)
);
ActivationMultiplier inst_29 (
.activation(activation_29),
.weight(weight_29),
.result(result_29)
);
ActivationMultiplier inst_30 (
.activation(activation_30),
.weight(weight_30),
.result(result_30)
);
ActivationMultiplier inst_31 (
.activation(activation_31),
.weight(weight_31),
.result(result_31)
);
endmodule
module main (
  input reg [15:0] activation_0, input reg weight_0,
  input reg [15:0] activation_1, input reg weight_1,
  input reg [15:0] activation_2, input reg weight_2,
  input reg [15:0] activation_3, input reg weight_3,
  input reg [15:0] activation_4, input reg weight_4,
  input reg [15:0] activation_5, input reg weight_5,
  input reg [15:0] activation_6, input reg weight_6,
  input reg [15:0] activation_7, input reg weight_7,
  input reg [15:0] activation_8, input reg weight_8,
  input reg [15:0] activation_9, input reg weight_9,
  input reg [15:0] activation_10, input reg weight_10,
  input reg [15:0] activation_11, input reg weight_11,
  input reg [15:0] activation_12, input reg weight_12,
  input reg [15:0] activation_13, input reg weight_13,
  input reg [15:0] activation_14, input reg weight_14,
  input reg [15:0] activation_15, input reg weight_15,
  input reg [15:0] activation_16, input reg weight_16,
  input reg [15:0] activation_17, input reg weight_17,
  input reg [15:0] activation_18, input reg weight_18,
  input reg [15:0] activation_19, input reg weight_19,
  input reg [15:0] activation_20, input reg weight_20,
  input reg [15:0] activation_21, input reg weight_21,
  input reg [15:0] activation_22, input reg weight_22,
  input reg [15:0] activation_23, input reg weight_23,
  input reg [15:0] activation_24, input reg weight_24,
  input reg [15:0] activation_25, input reg weight_25,
  input reg [15:0] activation_26, input reg weight_26,
  input reg [15:0] activation_27, input reg weight_27,
  input reg [15:0] activation_28, input reg weight_28,
  input reg [15:0] activation_29, input reg weight_29,
  input reg [15:0] activation_30, input reg weight_30,
  input reg [15:0] activation_31, input reg weight_31,
  output [20:0] out);
wire [15:0] mult_out0;
wire [15:0] mult_out1;
wire [15:0] mult_out2;
wire [15:0] mult_out3;
wire [15:0] mult_out4;
wire [15:0] mult_out5;
wire [15:0] mult_out6;
wire [15:0] mult_out7;
wire [15:0] mult_out8;
wire [15:0] mult_out9;
wire [15:0] mult_out10;
wire [15:0] mult_out11;
wire [15:0] mult_out12;
wire [15:0] mult_out13;
wire [15:0] mult_out14;
wire [15:0] mult_out15;
wire [15:0] mult_out16;
wire [15:0] mult_out17;
wire [15:0] mult_out18;
wire [15:0] mult_out19;
wire [15:0] mult_out20;
wire [15:0] mult_out21;
wire [15:0] mult_out22;
wire [15:0] mult_out23;
wire [15:0] mult_out24;
wire [15:0] mult_out25;
wire [15:0] mult_out26;
wire [15:0] mult_out27;
wire [15:0] mult_out28;
wire [15:0] mult_out29;
wire [15:0] mult_out30;
wire [15:0] mult_out31;
And_Mult_Array inst1 (
activation_0, weight_0,
activation_1, weight_1,
activation_2, weight_2,
activation_3, weight_3,
activation_4, weight_4,
activation_5, weight_5,
activation_6, weight_6,
activation_7, weight_7,
activation_8, weight_8,
activation_9, weight_9,
activation_10, weight_10,
activation_11, weight_11,
activation_12, weight_12,
activation_13, weight_13,
activation_14, weight_14,
activation_15, weight_15,
activation_16, weight_16,
activation_17, weight_17,
activation_18, weight_18,
activation_19, weight_19,
activation_20, weight_20,
activation_21, weight_21,
activation_22, weight_22,
activation_23, weight_23,
activation_24, weight_24,
activation_25, weight_25,
activation_26, weight_26,
activation_27, weight_27,
activation_28, weight_28,
activation_29, weight_29,
activation_30, weight_30,
activation_31, weight_31,
mult_out0,
mult_out1,
mult_out2,
mult_out3,
mult_out4,
mult_out5,
mult_out6,
mult_out7,
mult_out8,
mult_out9,
mult_out10,
mult_out11,
mult_out12,
mult_out13,
mult_out14,
mult_out15,
mult_out16,
mult_out17,
mult_out18,
mult_out19,
mult_out20,
mult_out21,
mult_out22,
mult_out23,
mult_out24,
mult_out25,
mult_out26,
mult_out27,
mult_out28,
mult_out29,
mult_out30,
mult_out31);
AdderTree inst2(mult_out0,
mult_out1,
mult_out2,
mult_out3,
mult_out4,
mult_out5,
mult_out6,
mult_out7,
mult_out8,
mult_out9,
mult_out10,
mult_out11,
mult_out12,
mult_out13,
mult_out14,
mult_out15,
mult_out16,
mult_out17,
mult_out18,
mult_out19,
mult_out20,
mult_out21,
mult_out22,
mult_out23,
mult_out24,
mult_out25,
mult_out26,
mult_out27,
mult_out28,
mult_out29,
mult_out30,
mult_out31, out);
endmodule
</file>
<file path="flow/run.sh">
#!/bin/bash
# OpenROAD 26Q1-2900-gdf79404cd8, Yosys 0.63+post, stock flow scripts
make -C /OpenROAD-flow-scripts/flow DESIGN_CONFIG=/design/flow/config.mk WORK_HOME=/design/flow/orfs finish
</file>
==> results.txt <==
run results: drt total wl 83800 um, unrepaired setup endpoints after global routing no, Top cell excl fill/tap clkdlybuf4s50_1, Top Layout Cells clkdlybuf4s50_1 (565), fa_1 (474), inv_1 (460), Post-CTS Setup Inserts 0, DR DRC count 0, crit-path leading delay family adder cells, outcome finished, final reports clean, Core Box Area 132000 um^2, Final ANT Viol Nets 0, Cells after Synth 1632, die area 147000 um^2, Via density 3.08, drt wl/cell 21.2 um, crit-path max FO 11, GR Overflow Total 0, worst path bufs/invs 5, site row count 133, TritonRoute pass-1 iters 4, distinct lib cells 38, hold_buf cts 0, die height 384 um, max cap viols 0, Tmin final 13.96 ns, largest net degree at the start of global routing 17, Min Hold Slack 7.31 ns, Slew HR 50.5%, CTS-repair resized insts 0, Final Non-Filler Cells 3958, vias 12200, global-route wire length before repair 114000 um, Chip Width 384 um, I/O Pins 565, Slew @ Worst Pin 0.740 ns, synthesized area per cell 9.13 um^2, vias in the first global route 14500, final setup vio count 0, mapped cell area 14900 um^2, setup TNS 0 ns, Critical Path AT 11.02 ns, yosys warns 6, CP Class input port to output pin, Slowest cell on crit path clkdlybuf4s50_1, dpl ws 0.772 ns, fp util 11.3%, worst setup margin 0.738 ns, FMAX 71.6 MHz, cycle use final 95.0%, # Cells Yosys 1632, layout cells sized above 1 1.64%, Tool Warnings 32, FF+latch area 0 um^2, max-slew violations 0, number of buffers added on ports 565, worst hold path type input port to output pin, GR Util All Layers 11.6%, Synth-to-Final Area Change 53.5%, initial antenna violation count 31, dpl cells 3946, startpoint types input port, CP endpoint kind output pin, sequential cells 0, worst-path cell chain clkdlybuf4s50_1 > and2_1 > fa_1 > fa_1 > inv_1 > fa_1 > fa_1 > fa_1 > fa_1 > fa_1 > fa_1 > inv_1 > ha_1 > inv_1 > fa_1 > nand2b_1 > a21oi_2 > o2111ai_2 > o21ai_2 > a21boi_1 > xnor2_1 > clkdlybuf4s50_1, Iteration-0 DRC Markers 345, gpl congestion 0.885, dpl hpwl 81500 um, yosys stat chip area 14900 um^2, Synth Seq Share 0%, CP required 11.76 ns, most frequent CP cell fa_1, Fin. Hold Viols 0, max incr delay on CP 0.95 ns, CLK BUF 0
==> cell type report <==
class	count	area (um^2)
Fill cell	14700	109000
Inverter	460	1730
Multi-Input combinational cell	1137	13000
Tap cell	1755	2200
Timing Repair Buffer	594	5870
Antenna cell	12	30.0
==> per-layer routing <==
metal | wire length, um | part of all wire, % | vias to the layer above | global-route usage, %
met4 | 952 | 1.1 | 32 | 1.05
met2 | 39600 | 47 | 516 | 18.8
met5 | 469 | 0.56 | - | 1.43
met3 | 10500 | 13 | 50 | 5.94
li1 | - | - | 5669 | -
met1 | 32200 | 38 | 5938 | 14.2
==> metrics by stage <==
step,cell area [um^2],utilization (%)
after detailed placement,22800,17.4
after global routing,22800,17.4
after floorplan,14900,-
after CTS,22800,17.4
final,22900,17.4
after global placement,22800,17.4
==> logic make-up after synthesis <==
logic type,Yosys count,share of synthesized area [%]
xor+xnor,14,0.823
fa+ha+maj,519,67.4
compound gates,47,2.05
simple gates,557,17.2
buf+inv,495,12.5
==> Yosys cell counts (2+ instances only) <==
cell,instances,area [um^2]
nand3b_1,2,15.0
ha_1,45,563
a21oi_1,19,95.1
nor2b_1,3,18.8
o211ai_1,3,22.5
a21oi_2,2,17.5
o21ai_0,7,35.0
a21o_1,3,22.5
nand3_1,3,15.0
and3_1,3,18.8
clkbuf_1,35,131
inv_1,460,1730
and2_1,167,1040
fa_1,474,9490
xnor2_1,8,70.1
a31oi_1,2,12.5
o21a_1,2,15.0
nand2b_1,3,18.8
xor2_1,6,52.6
nand2_1,361,1360
nor2_1,7,26.3
==> path summary, 6_finish.rpt <==
kind | from | to | depth (start not counted)
max | weight_8 | out[18] | 22
min | activation_1[0] | out[1] | 5
==> worst min-delay path, cell delays in order <==
cell and delay (ns):
clkdlybuf4s50_1 0.45, and2_1 0.13, ha_1 0.15, ha_1 0.12
clkdlybuf4s50_1 0.57
